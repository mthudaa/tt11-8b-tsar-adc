==> /design/flow/run.sh <==
#!/bin/bash
# OpenROAD 26Q1-2900-gdf79404cd8, Yosys 0.63+post, stock flow scripts
make -C /OpenROAD-flow-scripts/flow DESIGN_CONFIG=/design/flow/config.mk WORK_HOME=/design/flow/orfs finish
==> /design/flow/config.mk <==
export PLATFORM = sky130hd
export DESIGN_NAME = sar8b
export DESIGN_NICKNAME = sar8b
export VERILOG_FILES = /design/flow/design.v
export SDC_FILE = /design/flow/constraint.sdc
export NUM_CORES = 4
export LEC_CHECK = 1
export CORE_AREA = 10 10 112 112
export DIE_AREA = 0 0 122 122
==> /design/flow/constraint.sdc <==
current_design sar8b

set clk_period 1.7
set clk_io_pct 0.2

create_clock -name clk0 -period $clk_period [get_ports {CLK}]
create_clock -name clk1 -period $clk_period [get_ports {RDY}]

set non_clock_inputs [all_inputs -no_clocks]
set_input_delay [expr $clk_period * $clk_io_pct] -clock clk0 $non_clock_inputs
set_output_delay [expr $clk_period * $clk_io_pct] -clock clk0 [all_outputs]
==> /design/flow/design.v <==
`timescale 1ns / 1ps
module cdac_ctrl (
    input wire [7:0] CF,
    input wire CKSB,
    input wire CMP_P,
    input wire CMP_N,
    output reg [7:0] SWP,
    output reg [7:0] SWN
);
    always @(posedge CF[0] or negedge CKSB) begin
        if (!CKSB)
            SWP[0] <= 1'b0;
        else
            SWP[0] <= CMP_P;
    end
    always @(posedge CF[1] or negedge CKSB) begin
        if (!CKSB)
            SWP[1] <= 1'b0;
        else
            SWP[1] <= CMP_P;
    end
    always @(posedge CF[2] or negedge CKSB) begin
        if (!CKSB)
            SWP[2] <= 1'b0;
        else
            SWP[2] <= CMP_P;
    end
    always @(posedge CF[3] or negedge CKSB) begin
        if (!CKSB)
            SWP[3] <= 1'b0;
        else
            SWP[3] <= CMP_P;
    end
    always @(posedge CF[4] or negedge CKSB) begin
        if (!CKSB)
            SWP[4] <= 1'b0;
        else
            SWP[4] <= CMP_P;
    end
    always @(posedge CF[5] or negedge CKSB) begin
        if (!CKSB)
            SWP[5] <= 1'b0;
        else
            SWP[5] <= CMP_P;
    end
    always @(posedge CF[6] or negedge CKSB) begin
        if (!CKSB)
            SWP[6] <= 1'b0;
        else
            SWP[6] <= CMP_P;
    end
    always @(posedge CF[7] or negedge CKSB) begin
        if (!CKSB)
            SWP[7] <= 1'b0;
        else
            SWP[7] <= CMP_P;
    end
    always @(posedge CF[0] or negedge CKSB) begin
        if (!CKSB)
            SWN[0] <= 1'b0;
        else
            SWN[0] <= CMP_N;
    end
    always @(posedge CF[1] or negedge CKSB) begin
        if (!CKSB)
            SWN[1] <= 1'b0;
        else
            SWN[1] <= CMP_N;
    end
    always @(posedge CF[2] or negedge CKSB) begin
        if (!CKSB)
            SWN[2] <= 1'b0;
        else
            SWN[2] <= CMP_N;
    end
    always @(posedge CF[3] or negedge CKSB) begin
        if (!CKSB)
            SWN[3] <= 1'b0;
        else
            SWN[3] <= CMP_N;
    end
    always @(posedge CF[4] or negedge CKSB) begin
        if (!CKSB)
            SWN[4] <= 1'b0;
        else
            SWN[4] <= CMP_N;
    end
    always @(posedge CF[5] or negedge CKSB) begin
        if (!CKSB)
            SWN[5] <= 1'b0;
        else
            SWN[5] <= CMP_N;
    end
    always @(posedge CF[6] or negedge CKSB) begin
        if (!CKSB)
            SWN[6] <= 1'b0;
        else
            SWN[6] <= CMP_N;
    end
    always @(posedge CF[7] or negedge CKSB) begin
        if (!CKSB)
            SWN[7] <= 1'b0;
        else
            SWN[7] <= CMP_N;
    end
endmodule
`timescale 1ns / 1ps
module clk_div (
    input CK,
    input EN,
    output reg CKS,
    output reg CKSB
);
    reg [3:0] COUNT;  
    always @(posedge CK) begin
        if (!EN) begin   
            CKS  <= 1'b0;
            CKSB <= 1'b1;
            COUNT <= 4'b0000;
        end 
        else begin
            if (COUNT == 4'b1001) begin
                CKS  <= ~CKS;
                CKSB <= CKS;
                COUNT <= 4'b0000;
            end
            else begin
                COUNT <= COUNT + 1;
            end
        end
    end
endmodule
`timescale 1ns / 1ps
module cyclic_flag(
    input RDY,
    input CKS,
    output FINAL,
    output [0:7] CF
    );
    reg [8:0] CF_BUF;
    always @(posedge RDY or negedge CKS) begin
        if (!CKS)
            CF_BUF <= 9'b0;
        else
            CF_BUF <= {CF_BUF[8:0], CKS};  
    end
    assign CF = {CF_BUF[0], CF_BUF[1], CF_BUF[2], CF_BUF[3], CF_BUF[4], CF_BUF[5], CF_BUF[6], CF_BUF[7]};
    assign FINAL = CF_BUF[8];
endmodule
`timescale 1ns / 1ps
module out_latch(
    input FINAL,
    input EN,
    input CKS,
    input [0:7] SWP,
    output CKO,
    output reg [0:7] DATA
    );
    always @(posedge FINAL or negedge EN) begin
        if (!EN)
            DATA <= 8'b0;
        else
            DATA <= SWP;  
    end
    assign CKO = FINAL & CKS;  
endmodule
`timescale 1ns / 1ps
module sar8b(
    input EN,
    input CLK,
    input RDY,
    input CMP_P,
    input CMP_N,
    output CKS,
    output CKSB,
    output [0:7] CF,
    output [0:7] SWP,
    output [0:7] SWN,
    output [0:7] DATA,
    output CKO
    );
    wire FINAL;
    clk_div clk_div_0 (.CK(CLK), .EN(EN), .CKS(CKS), .CKSB(CKSB));
    cyclic_flag cyclic_flag_0(.RDY(RDY), .CKS(CKS), .FINAL(FINAL), .CF(CF));
    cdac_ctrl cdac_ctrl_0(.CF(CF), .CKSB(CKS), .CMP_P(CMP_P), .CMP_N(CMP_N), .SWP(SWP), .SWN(SWN));
    out_latch out_latch_0(.FINAL(FINAL), .CKS(CKS), .EN(EN), .SWP(SWP), .CKO(CKO), .DATA(DATA));
endmodule
==> changes_impl.md <==
### Implementation results

* Status: complete, no violations
* DP Wirelength at roughly 2.4 mm
* Int Pwr at around 700 µW
* Main kind of combinational logic by area: simple AND/OR/NAND/NOR gates
* Startpoint type of the worst setup path: flip-flop
* # hold bufs at CTS at 0
* Sequential Power Share at 0.426
* Cell family with most CP delay: buffers and inverters
* Worst-Margin Slew at 0.359 ns
* Yosys Chip Area at 0.00111 mm²
* DRC Markers at 0
* Final critical-path setup slack at around 0.11 ns
* Setup CP Type: flip-flop to primary output
* Worst-path clk slew at approximately 0.06 ns
* Post-Synthesis Cell Area at around 0.0011 mm²
* TritonRoute pass-1 iters at 2
* First-pass GRT wire length at a little over 4 mm
* Most frequent cells in the layout: clkdlybuf4s50_1 (38), dfrtp_1 (32), dfxtp_1 (6), clkbuf_8 (6), nor3b_1 (4)
* Die height at roughly 120 µm
* XOR/XNOR Area Share at 0.00791
* Gr usage total at 0.0381
* VDD IR-drop max at about 0.00020 V
* Static Leak at roughly 0.76 nW
* Floorplan utilization at 0.108
* Fin. max-slew vios at 0
* Io pins at 40
* Endpoints left unconstrained at ~48
* Flop-to-flop setup slack at about 0.54 ns
* Yosys cell count at 60
* Syn Inst Count at roughly 60
* Count of unclocked register or latch pins at 24
* Sw Ratio at 0.204
* Avg WL per Cell at around 12 µm
* P&R area growth vs syn at 59.1%
* Crit path buf inv count at 1
* Fin. Hold Viols at 0
* Initial drt markers at 27
* Dpl cells at about 240
* Arrival @ worst endpoint at 1.25 ns
* Yosys warnings at 4
* Die W at 122 µm
* Clock power share at 0.527
* Simple share at 0.0814
* Mux area share at 0.0181
* Max-Slew Margin vs Limit at 0.760
* DRT Wirelength at ~2.9 mm
* Fill cells at 1093
* Pwr per Cell Area at between 400 and 500 mW/mm²
* Commonest Layout Cell: clkdlybuf4s50_1
* Hold Crit Class: flip-flop to asynchronous set/reset pin
* Log Warnings at 27
* Comb power frac at 0.046
* Largest net degree at the start of global routing at 29
* Number of diodes at 0
* Max stage delay on crit path at ~0.46 ns
* Routed Antenna Nets at 0
* # Post-CTS Setup Buffers at 0
* Leading area contributor after synthesis: dfrtp_1
* Routability cong. at between 0.7 and 0.8
* Vias in the first global route at just under 700
* Critical path, cell by cell: and2_1 > clkdlybuf4s50_1
* CP Max Fanout at 9
* Synth flops at 39
* Switch Pwr at around 180 µW
* Final Util at 0.172
* Initial antenna violation count at 0
* Endpoints failing setup at 0
* Vias per cell at 2.54
* CTS tree: built
* Clk_skew at approximately 0.011 ns
* Synth Seq Share at 0.854
* CP max-delay cell: clkdlybuf4s50_1
* Die Size at around 0.015 mm²
* Setup crit end kind: primary output
* Total negative slack at 0 ns
* Req. time, crit path at approximately 1.4 ns
* Mean Syn Cell Area at between 15 and 20 µm²
* Top-area cell share at 0.746
* Gates resized, CTS repair at 0
* Core Rows at 37
* Layout cells sized above 1 at 0.103
* Yosys cell types at 15
* RSZ-0062 raised after global routing: no
* Post-Place Worst Slack at 0.294 ns
* AO/OA Area Share at 0.0124
* Total global routing overflow at 0
* Vias at between 600 and 700
* Port bufs at 38
* Top cells by area: dfrtp_1 (75%), dfxtp_1 (11%), nor3b_1 (2.7%), ha_1 (2.3%), mux2i_1 (1.8%)
* MaxCap Viol Count at 0
* Adder-Cell Fraction of Synth Area at 0.0226
* Core Footprint at ~0.010 mm²
* Fin cells at around 240
## synth_stat cells
| master | instances |
|---|---|
| nor2b_1 | 1 |
| xnor2_1 | 1 |
| a21oi_1 | 1 |
| nand3b_4 | 1 |
| mux2i_1 | 2 |
| ha_1 | 2 |
| nor2_1 | 1 |
| nand2_1 | 3 |
| inv_1 | 1 |
| dfxtp_1 | 6 |
| nor3b_1 | 4 |
| o31a_1 | 1 |
| and2_1 | 2 |
| dfrtp_1 | 33 |
| and3_1 | 1 |
## worst register-to-register path: cells and delay by family, from the launching register on
family,cells,cell delay [ns]
xor gates and xnor gates,1,0.13
and+or+nand+nor,2,0.27
DFF,1,0.37
adders and majority gates,1,0.28
## flip-flops by register name, summed over array words and instances (netlist names)
name and cells:
cdac_ctrl_0.SWP 8, clk_div_0.CKSB 1, clk_div_0.CKS 1, cdac_ctrl_0.SWN 8, out_latch_0.DATA 8, clk_div_0.COUNT 4
cyclic_flag_0.CF_BUF 9
## metrics by stage
stage / hold slack, ns / area, µm² / total power, mW
final: 0.262 / 1760 / 0.878
after global routing: 0.325 / 1760 / 0.923
after CTS: 0.286 / 1760 / 0.896
after detailed placement: 0.311 / 1670 / 0.421
after global placement: 0.301 / 1670 / 0.420
after floorplan: 0.365 / 1110 / 0.395
## worst paths after layout
| path | endpoint | start | cells past startpoint |
|---|---|---|---|
| worst max-delay path | CKO | cyclic_flag_0.CF_BUF[8] | 2 |
| worst min-delay path | cyclic_flag_0.CF_BUF[8] | clk_div_0.CKS | 1 |
| worst max register to register | clk_div_0.CKS | clk_div_0.COUNT[0] | 4 |
| worst min register to register | cyclic_flag_0.CF_BUF[8] | clk_div_0.CKS | 1 |
| max in group clk1 | cyclic_flag_0.CF_BUF[0] | clk_div_0.CKS | 1 |
| max in group asynchronous | cyclic_flag_0.CF_BUF[8] | clk_div_0.CKS | 1 |
| min in group clk1 | cyclic_flag_0.CF_BUF[2] | cyclic_flag_0.CF_BUF[1] | 0 |
| min in group clk0 | clk_div_0.COUNT[0] | clk_div_0.COUNT[0] | 1 |
## per-layer routing
layer / track usage / up-vias / wire length [µm] / part of all wire
met4: 0.00373 / 0 / 8 / 0.0028
li1: - / 291 / - / -
met3: 0.0235 / 2 / 350 / 0.12
met2: 0.0535 / 24 / 1260 / 0.44
met1: 0.0509 / 300 / 1230 / 0.43
met5: 0 / - / 0 / 0
## power by group through the flow
| stage | sequential, mW | clock [mW] | combinational (mW) |
|---|---|---|---|
| CTS | 0.374 | 0.480 | 0.0426 |
| global route | 0.375 | 0.502 | 0.0459 |
| finish | 0.374 | 0.463 | 0.0406 |
## area by class of cell
type | count | area (µm²) | share of cell area
Sequential cell | 39 | 947 | 0.538
Timing Repair Buffer | 40 | 395 | 0.224
Tap cell | 136 | 170 | 0.0966
Multi-Input combinational cell | 20 | 158 | 0.0895
Clock buffer | 6 | 82.6 | 0.0469
Clock inverter | 1 | 5.00 | 0.00284
Inverter | 1 | 3.75 | 0.00213
## cells by family (layout without fill, tap and decap cells)
family | after synthesis | in the layout
buffers and inverters | 1 | 48
and+or+nand+nor | 13 | 13
muxes | 2 | 2
xor gates and xnor gates | 1 | 1
adders and majority gates | 2 | 2
DFF | 39 | 39
AOI/OAI and AO/OA | 2 | 2
Power and IR drop assume default switching activity.
